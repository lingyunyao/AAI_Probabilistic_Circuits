### flow/run.sh
#!/bin/bash
# OpenROAD 26Q1-2900-gdf79404cd8, Yosys 0.63+post, stock flow scripts
make -C /OpenROAD-flow-scripts/flow DESIGN_CONFIG=/design/flow/config.mk WORK_HOME=/design/flow/orfs finish
### flow/config.mk
export PLATFORM = sky130hd
export DESIGN_NAME = AddRawFN
export DESIGN_NICKNAME = AddRawFN
export VERILOG_FILES = /design/flow/design.v
export SDC_FILE = /design/flow/constraint.sdc
export NUM_CORES = 4
export LEC_CHECK = 1
export CORE_UTILIZATION = 30
### flow/constraint.sdc
current_design AddRawFN

set clk_period 9.7
set clk_io_pct 0.2

create_clock -name clk0 -period $clk_period [get_ports {clock}]

set non_clock_inputs [all_inputs -no_clocks]
set_input_delay [expr $clk_period * $clk_io_pct] -clock clk0 $non_clock_inputs
set_output_delay [expr $clk_period * $clk_io_pct] -clock clk0 [all_outputs]
### flow/design.v
module AddRawFN(
  input         clock,
  input         reset,
  input         io_a_isNaN,
  input         io_a_isInf,
  input         io_a_isZero,
  input  [8:0]  io_a_exp,
  input  [22:0] io_a_sig,
  input         io_b_isNaN,
  input         io_b_isInf,
  input         io_b_isZero,
  input  [8:0]  io_b_exp,
  input  [22:0] io_b_sig,
  output        io_invalidExc,
  output        io_rawOut_isNaN,
  output        io_rawOut_isInf,
  output        io_rawOut_isZero,
  output [8:0]  io_rawOut_exp,
  output [22:0] io_rawOut_sig
);
  wire  notSigNaN_invalidExc = io_a_isInf & io_b_isZero | io_a_isZero & io_b_isInf;  
  wire [9:0] _sDiffExps_T = {1'h0,io_a_exp};  
  wire [9:0] _sDiffExps_T_1 = {1'h0,io_b_exp};  
  reg [9:0] sDiffExps_reg;  
  wire [8:0] _modNatAlignDist_T_2 = 9'h0 - sDiffExps_reg[8:0];  
  wire [8:0] _GEN_0 = sDiffExps_reg[9] ? _modNatAlignDist_T_2 : sDiffExps_reg[8:0];  
  wire [8:0] common_exp = sDiffExps_reg[9] ? io_b_exp : io_a_exp;  
  wire [22:0] small_sig = sDiffExps_reg[9] ? io_a_sig : io_b_sig;  
  wire [22:0] large_sig = sDiffExps_reg[9] ? io_b_sig : io_a_sig;  
  wire [47:0] _pre_shifted_sig_T = {2'h1,small_sig,23'h0};  
  wire [9:0] modNatAlignDist = {{1'd0}, _GEN_0};  
  reg [47:0] pre_shifted_sig_reg;  
  reg [47:0] shifted_sig_reg;  
  wire [47:0] _sig_sum_T = {2'h1,large_sig,23'h0};  
  wire [47:0] sig_sum = _sig_sum_T + shifted_sig_reg;  
  reg [47:0] sig_sum_reg;  
  wire [48:0] _fullrawout_sig_T = {sig_sum, 1'h0};  
  wire [8:0] _fullrawout_exp_T_1 = common_exp + 9'h1;  
  wire [49:0] _fullrawout_sig_T_1 = {sig_sum, 2'h0};  
  wire [49:0] _GEN_4 = sig_sum_reg[47] ? {{1'd0}, _fullrawout_sig_T} : _fullrawout_sig_T_1;  
  reg [47:0] fullrawout_sig_reg;  
  wire  guardBit = fullrawout_sig_reg[24];  
  wire  roundBit = fullrawout_sig_reg[23];  
  wire  stickyBit = |fullrawout_sig_reg[22:0];  
  wire  leastSigBitOfResult = fullrawout_sig_reg[25];  
  wire  roundUp = guardBit & (roundBit | stickyBit | ~roundBit & ~stickyBit & leastSigBitOfResult);  
  wire [22:0] preRoundSig = fullrawout_sig_reg[47:25];  
  wire [22:0] _rawOut_sig_reg_T_1 = preRoundSig + 23'h1;  
  reg [22:0] rawOut_sig_reg;  
  wire  _io_invalidExc_T_12 = io_a_isNaN & ~io_a_isInf & ~io_a_isZero & io_a_exp[7:0] == 8'hff & ~io_a_sig[22] &
    io_a_sig[21:0] != 22'h0;  
  wire  _io_invalidExc_T_25 = io_b_isNaN & ~io_b_isInf & ~io_b_isZero & io_b_exp[7:0] == 8'hff & ~io_b_sig[22] &
    io_b_sig[21:0] != 22'h0;  
  assign io_invalidExc = _io_invalidExc_T_12 | _io_invalidExc_T_25 | notSigNaN_invalidExc;  
  assign io_rawOut_isNaN = io_a_isNaN | io_b_isNaN;  
  assign io_rawOut_isInf = io_a_isInf | io_b_isInf;  
  assign io_rawOut_isZero = io_a_isZero | io_b_isZero;  
  assign io_rawOut_exp = sig_sum_reg[47] ? _fullrawout_exp_T_1 : common_exp;  
  assign io_rawOut_sig = rawOut_sig_reg;  
  always @(posedge clock) begin
    sDiffExps_reg <= _sDiffExps_T - _sDiffExps_T_1;  
    pre_shifted_sig_reg <= _pre_shifted_sig_T >> modNatAlignDist;  
    if (modNatAlignDist > 10'h18) begin  
      shifted_sig_reg <= 48'h0;
    end else begin
      shifted_sig_reg <= pre_shifted_sig_reg;
    end
    sig_sum_reg <= _sig_sum_T + shifted_sig_reg;  
    fullrawout_sig_reg <= _GEN_4[47:0];  
    if (roundUp) begin  
      rawOut_sig_reg <= _rawOut_sig_reg_T_1;
    end else begin
      rawOut_sig_reg <= preRoundSig;
    end
  end
endmodule
==> reports/qor.txt <==
data required time of the critical path: 7760 ps
initial antenna violation count: 0
clock-pin slew reported for the worst setup and hold paths after clock tree synthesis: 70 ps
post-layout minimum cycle time: 6899 ps
pin count of the biggest net entering global routing: 50
Max transition margin: 0.4175
number of gates given a new drive strength after cts: 0
count of final setup violators: 0
standby leakage power: 4.544 nW
area share of the largest cell type after synthesis: 0.3790
number of logged tool warnings: 26
Setup TNS: 0 ps
kind of cell adding the most delay to the critical path: AND-OR/OR-AND gates
insertion delay to the later sink of the worst-skew pair: 420 ps
number of max-slew violations in the final report: 0
class of the most critical hold timing path: flip-flop to flip-flop
number of global-route vias before repair: 6897
Top-Level Pins: 108
worst vdd ir: 0.0001281 V
Post-Layout Inst Area: 11290 µm²
count of nets left with antenna violations after detail routing: 0
global-route usage over all layers: 0.1575
Async S/R FF share, synth: 0
detailed placement HPWL: 18550 µm
crit path cell chain: clkdlybuf4s50_1, nor4_1, nand4_1, o41ai_1, o41ai_1, a221o_1, clkdlybuf4s50_1
number of placed instances with taps included: 1463
# Cells Yosys: 999
worst setup slack after placement: 2918 ps
status: completed
Synth cell types: 68
maximum clock rate: 0.1450 GHz
number of iterations in the first detailed-routing pass: 5
share of the yosys chip area belonging to registers: 0.3790
core area: 29950 µm²
max_cap viols: 0
Clock Tree Root: sky130_fd_sc_hd__clkbuf_16
post-synth tally of flip-flops with integrated enable: 0
hold buffer count at CTS: 0
Core Util, Final: 0.3769
leading cell types by count after synthesis: sky130_fd_sc_hd__dfxtp_1, sky130_fd_sc_hd__nand2_1, sky130_fd_sc_hd__nor2_1, sky130_fd_sc_hd__mux2_2, sky130_fd_sc_hd__and2_1
total gr overflow: 0
synthesis area per yosys: 9243 µm²
count of buffers inserted at the top-level ports: 106
clock tree from TritonCTS: built
Worst EP arrival: 4960 ps
count of endpoints failing hold in the final timing report: 0
category of the worst setup path launch point: input port
global placer's final weighted congestion: 0.9338
Placed Instance Area: 10720 µm²
DR DRC count: 0
level count of the clock H-tree: 4
horizontal die dimension: 177.5 µm
WL per Instance: 16.06 µm
CP endpoint kind: output port
setup fix buffers added after clock tree synthesis: 0
effective utilization at floorplan: 0.3086
largest clock skew in the final design: 10.21 ps
iteration-0 DRC count of the detailed router: 432
first-pass GRT wire length: 37560 µm
Gate Count Post-Synth: 999
top cells by area in the synthesized netlist: sky130_fd_sc_hd__dfxtp_1, sky130_fd_sc_hd__mux2_2, sky130_fd_sc_hd__mux2i_1
combined area of all synthesized cells: 9243 µm²
maximum cell stage delay along the critical path: 770 ps
most used standard cell by instance count after synthesis: sky130_fd_sc_hd__dfxtp_1
final wirelength: 23990 µm
final critical-path setup slack: 2801 ps
Tightest Pin Transition: 849.4 ps
cell taking the most area after synthesis: sky130_fd_sc_hd__dfxtp_1
Inserted Diodes: 0
commonest register cell after synthesis: sky130_fd_sc_hd__dfxtp_1
ratio of total power to cell area: 190.3 nW/µm²
Final Cycle Share: 0.7112
slowest stage cell on the critical path: sky130_fd_sc_hd__nor4_1
CTS sink cnt: 175
vias per cell: 4.874
area delta synth->final: 22.16%
fraction of layout instances using a drive strength above 1: 0.1277
CP Buf/Inv Count: 2
die height: 177.5 µm
Synth flops: 175
start-to-end type of the worst setup path: input port to output port
setup repair after global routing missed its margin: no
number of standard cells in the final layout excluding fillers: 1494
number of buffers created by CTS: 17
Site Rows: 63
average cell area after synthesis: 9.252 µm²
total die size: 31520 µm²
clk buf depth: 2
number of warnings printed during yosys synthesis: 1
# fillers: 2998
crit-path max FO: 3
total number of vias: 7282
[metrics by stage]
step	hold WS, ps	total power [mW]
after global routing	433.4	2.268
final	419.5	2.148
after CTS	423.7	2.162
after detailed placement	410.5	1.486
after floorplan	405.7	1.266
after global placement	407.7	1.488
[routing by layer]
| metal | track usage | share of wire | up-vias |
|---|---|---|---|
| met5 | 0 | 0 | - |
| met4 | 0.01994 | 0.014 | 0 |
| met3 | 0.02618 | 0.059 | 15 |
| met2 | 0.2456 | 0.44 | 220 |
| met1 | 0.2382 | 0.48 | 3334 |
| li1 | - | - | 3713 |
[path summary, 6_finish.rpt]
check	startpoint	to	slack (ps)	cells past startpoint
worst min register to register	pre_shifted_sig_reg[43]	shifted_sig_reg[43]	420	1
worst max-delay path	io_a_sig[4]	io_invalidExc	2800	7
worst min-delay path	pre_shifted_sig_reg[43]	shifted_sig_reg[43]	420	1
worst max register to register	sDiffExps_reg[9]	fullrawout_sig_reg[47]	5600	11
[cell type report]
| class | instances | area (µm²) | area share |
|---|---|---|---|
| Multi-Input combinational cell | 753 | 5455 | 0.4832 |
| Clock inverter | 11 | 128.9 | 0.01141 |
| Inverter | 24 | 90.09 | 0.007979 |
| Tap cell | 390 | 488.0 | 0.04322 |
| Clock buffer | 20 | 446.7 | 0.03956 |
| Sequential cell | 175 | 3508 | 0.3107 |
| Timing Repair Buffer | 121 | 1174 | 0.1039 |
[report_power, final]
part           switching [mW]  leakage (nW)  internal, mW
registers              0.0386          1.43         0.782
logic                   0.387          2.83         0.269
clock network           0.283         0.283         0.388
[cell families (layout without fill, tap and decap cells)]
group / count (synthesis) / in the layout / synth area share
buf+inv: 71 / 176 / 0.03276
xor+xnor: 68 / 68 / 0.06606
fa+ha+maj: 37 / 37 / 0.05171
compound gates: 165 / 165 / 0.1170
simple gates: 365 / 365 / 0.1951
flops: 175 / 175 / 0.3790
mux: 118 / 118 / 0.1584
[placed cells by master (no fill, tap or decap), drive strengths merged, types with 10 or more instances in the layout]
| cell type | Yosys | final |
|---|---|---|
| xnor2 | 38 | 38 |
| mux2i | 45 | 45 |
| ha | 35 | 35 |
| nor2 | 78 | 78 |
| clkbuf | 25 | 20 |
| nand4 | 12 | 12 |
| nor3 | 18 | 18 |
| o211ai | 11 | 11 |
| nand2b | 10 | 10 |
| buf | 22 | 15 |
| and2 | 51 | 51 |
| a21oi | 48 | 48 |
| inv | 24 | 28 |
| a21o | 11 | 11 |
| mux4 | 17 | 17 |
| nand3 | 25 | 25 |
| clkdlybuf4s50 | 0 | 106 |
| xor2 | 30 | 30 |
| nor2b | 10 | 10 |
| nand2 | 110 | 110 |
| nor4 | 17 | 17 |
| and3 | 12 | 12 |
| o21ai | 40 | 40 |
| mux2 | 56 | 56 |
| dfxtp | 175 | 175 |
Power and IR drop assume default switching activity.
