[./run.sh]
#!/bin/bash
# OpenROAD 26Q1-2900-gdf79404cd8, Yosys 0.63+post, stock flow scripts
make -C /OpenROAD-flow-scripts/flow DESIGN_CONFIG=/design/flow/config.mk WORK_HOME=/design/flow/orfs finish
[./config.mk]
export PLATFORM = sky130hd
export DESIGN_NAME = MulRawFN
export DESIGN_NICKNAME = MulRawFN
export VERILOG_FILES = /design/flow/design.v
export SDC_FILE = /design/flow/constraint.sdc
export NUM_CORES = 4
export LEC_CHECK = 1
export CORE_UTILIZATION = 40
[./constraint.sdc]
current_design MulRawFN

set clk_period 37.0
set clk_io_pct 0.2

create_clock -name clk0 -period $clk_period

set non_clock_inputs [all_inputs -no_clocks]
set_input_delay [expr $clk_period * $clk_io_pct] -clock clk0 $non_clock_inputs
set_output_delay [expr $clk_period * $clk_io_pct] -clock clk0 [all_outputs]
[./design.v]
module MulFullRawFN(
  input         io_a_isNaN,
  input         io_a_isInf,
  input         io_a_isZero,
  input  [9:0]  io_a_sExp,
  input  [22:0] io_a_sig,
  input         io_b_isNaN,
  input         io_b_isInf,
  input         io_b_isZero,
  input  [9:0]  io_b_sExp,
  input  [22:0] io_b_sig,
  output        io_invalidExc,
  output        io_rawOut_isNaN,
  output        io_rawOut_isInf,
  output        io_rawOut_isZero,
  output [9:0]  io_rawOut_sExp,
  output [47:0] io_rawOut_sig
);
  wire  notSigNaN_invalidExc = io_a_isInf & io_b_isZero | io_a_isZero & io_b_isInf;  
  wire  notNaN_isZeroOut = io_a_isZero | io_b_isZero;  
  wire [9:0] _common_sExpOut_T_2 = $signed(io_a_sExp) + $signed(io_b_sExp);  
  wire [9:0] common_sExpOut = $signed(_common_sExpOut_T_2) - 10'shff;  
  wire [23:0] _common_sigOut_T = {1'h1,io_a_sig};  
  wire [23:0] _common_sigOut_T_1 = {1'h1,io_b_sig};  
  wire [47:0] common_sigOut = _common_sigOut_T * _common_sigOut_T_1;  
  wire  _io_invalidExc_T_12 = io_a_isNaN & ~io_a_isInf & ~io_a_isZero & io_a_sExp[8:0] == 9'h1ff & ~io_a_sig[22] &
    io_a_sig[21:0] != 22'h0;  
  wire  _io_invalidExc_T_25 = io_b_isNaN & ~io_b_isInf & ~io_b_isZero & io_b_sExp[8:0] == 9'h1ff & ~io_b_sig[22] &
    io_b_sig[21:0] != 22'h0;  
  wire [9:0] _io_rawOut_sExp_T_2 = $signed(common_sExpOut) + 10'sh1;  
  wire [48:0] _io_rawOut_sig_T = {common_sigOut, 1'h0};  
  wire [9:0] _GEN_0 = common_sigOut[47] ? $signed(_io_rawOut_sExp_T_2) : $signed(common_sExpOut);  
  wire [48:0] _GEN_1 = common_sigOut[47] ? _io_rawOut_sig_T : {{1'd0}, common_sigOut};  
  wire [48:0] _GEN_3 = notNaN_isZeroOut ? 49'h0 : _GEN_1;  
  assign io_invalidExc = _io_invalidExc_T_12 | _io_invalidExc_T_25 | notSigNaN_invalidExc;  
  assign io_rawOut_isNaN = io_a_isNaN | io_b_isNaN;  
  assign io_rawOut_isInf = io_a_isInf | io_b_isInf;  
  assign io_rawOut_isZero = io_a_isZero | io_b_isZero;  
  assign io_rawOut_sExp = notNaN_isZeroOut ? $signed(10'sh0) : $signed(_GEN_0);  
  assign io_rawOut_sig = _GEN_3[47:0];
endmodule
module MulRawFN(
  input         io_a_isNaN,
  input         io_a_isInf,
  input         io_a_isZero,
  input  [9:0]  io_a_sExp,
  input  [22:0] io_a_sig,
  input         io_b_isNaN,
  input         io_b_isInf,
  input         io_b_isZero,
  input  [9:0]  io_b_sExp,
  input  [22:0] io_b_sig,
  output        io_invalidExc,
  output        io_rawOut_isNaN,
  output        io_rawOut_isInf,
  output        io_rawOut_isZero,
  output [9:0]  io_rawOut_sExp,
  output [22:0] io_rawOut_sig
);
  wire  mulFullRaw_io_a_isNaN;  
  wire  mulFullRaw_io_a_isInf;  
  wire  mulFullRaw_io_a_isZero;  
  wire [9:0] mulFullRaw_io_a_sExp;  
  wire [22:0] mulFullRaw_io_a_sig;  
  wire  mulFullRaw_io_b_isNaN;  
  wire  mulFullRaw_io_b_isInf;  
  wire  mulFullRaw_io_b_isZero;  
  wire [9:0] mulFullRaw_io_b_sExp;  
  wire [22:0] mulFullRaw_io_b_sig;  
  wire  mulFullRaw_io_invalidExc;  
  wire  mulFullRaw_io_rawOut_isNaN;  
  wire  mulFullRaw_io_rawOut_isInf;  
  wire  mulFullRaw_io_rawOut_isZero;  
  wire [9:0] mulFullRaw_io_rawOut_sExp;  
  wire [47:0] mulFullRaw_io_rawOut_sig;  
  wire  roundBit = mulFullRaw_io_rawOut_sig[23];  
  wire  stickyBit = |mulFullRaw_io_rawOut_sig[22:0];  
  wire  roundUp = roundBit & (mulFullRaw_io_rawOut_sig[24] | stickyBit);  
  wire [22:0] _io_rawOut_sig_T_2 = mulFullRaw_io_rawOut_sig[47:25] + 23'h1;  
  MulFullRawFN mulFullRaw (  
    .io_a_isNaN(mulFullRaw_io_a_isNaN),
    .io_a_isInf(mulFullRaw_io_a_isInf),
    .io_a_isZero(mulFullRaw_io_a_isZero),
    .io_a_sExp(mulFullRaw_io_a_sExp),
    .io_a_sig(mulFullRaw_io_a_sig),
    .io_b_isNaN(mulFullRaw_io_b_isNaN),
    .io_b_isInf(mulFullRaw_io_b_isInf),
    .io_b_isZero(mulFullRaw_io_b_isZero),
    .io_b_sExp(mulFullRaw_io_b_sExp),
    .io_b_sig(mulFullRaw_io_b_sig),
    .io_invalidExc(mulFullRaw_io_invalidExc),
    .io_rawOut_isNaN(mulFullRaw_io_rawOut_isNaN),
    .io_rawOut_isInf(mulFullRaw_io_rawOut_isInf),
    .io_rawOut_isZero(mulFullRaw_io_rawOut_isZero),
    .io_rawOut_sExp(mulFullRaw_io_rawOut_sExp),
    .io_rawOut_sig(mulFullRaw_io_rawOut_sig)
  );
  assign io_invalidExc = mulFullRaw_io_invalidExc;  
  assign io_rawOut_isNaN = mulFullRaw_io_rawOut_isNaN;  
  assign io_rawOut_isInf = mulFullRaw_io_rawOut_isInf;  
  assign io_rawOut_isZero = mulFullRaw_io_rawOut_isZero;  
  assign io_rawOut_sExp = mulFullRaw_io_rawOut_sExp;  
  assign io_rawOut_sig = roundUp ? _io_rawOut_sig_T_2 : mulFullRaw_io_rawOut_sig[47:25];  
  assign mulFullRaw_io_a_isNaN = io_a_isNaN;  
  assign mulFullRaw_io_a_isInf = io_a_isInf;  
  assign mulFullRaw_io_a_isZero = io_a_isZero;  
  assign mulFullRaw_io_a_sExp = io_a_sExp;  
  assign mulFullRaw_io_a_sig = io_a_sig;  
  assign mulFullRaw_io_b_isNaN = io_b_isNaN;  
  assign mulFullRaw_io_b_isInf = io_b_isInf;  
  assign mulFullRaw_io_b_isZero = io_b_isZero;  
  assign mulFullRaw_io_b_sExp = io_b_sExp;  
  assign mulFullRaw_io_b_sig = io_b_sig;  
endmodule
==> summary.txt <==
Notes on the flow outputs.

- Setup repair after global routing left no endpoint under its margin.
- The count of placed standard cells in the final layout, fillers left out reads 3210.
- The remaining max-slew budget at the tightest pin is 37.7%.
- The core region is 51600 um^2.
- The flow ran to the end, and the final reports show no timing, DRC or antenna violations.
- In the final layout, the share of cells above drive strength 1 is 2.92%.
- The average instance in the mapped netlist occupies 8.41 um^2.
- The vertical die size is 231 um.
- Static timing analysis puts the maximum clock frequency at 39.6 MHz.
- The first-pass GRT wire length reads 99100 um.
- The tool flagged a number of max-cap violations equal to 0.
- The worst path needs 25.24 ns of the cycle, external delays included.
- The number of instances in the synthesized netlist is 2495.
- The longest individual stage delay on the worst path is 0.67 ns.
- The capturing element type of the critical path reads an output port.
- The max-slew violation count reads 0.
- Global routing used 25.4% of the available tracks.
- The number of I/O pins is 109.
- STA puts the critical path data arrival time at 17.84 ns.
- The number of buffers added on ports reads 109.
- The tool warning count for the run is 33.
- The vias after detailed routing is 16600.
- The synthesis run shows the most used standard cells to be sky130_fd_sc_hd__inv_1, sky130_fd_sc_hd__fa_1, sky130_fd_sc_hd__nand2_1, sky130_fd_sc_hd__and2_1, sky130_fd_sc_hd__ha_1.
- The post-synthesis sequential area ratio is 0%.
- The synthesis-to-layout area growth is 8.61%.
- The number of cells upsized or downsized after cts is 0.
- The sum of negative setup slack reads 0 ns.
- Sorting the synthesized cells by area gives the leading types as sky130_fd_sc_hd__fa_1, sky130_fd_sc_hd__ha_1, sky130_fd_sc_hd__inv_1.
- The number of routed nets with antenna violations is 0.
- The area of all sequential standard cells is 0 um^2.
- The chip area from the yosys synthesis statistics reads 21000 um^2.
- Global routing finished with a remaining overflow of 0.
- The worst hold path terminates at io_invalidExc.
- The slew at the pin closest to its max-slew limit reads 0.912 ns.
- The total iterations of the first detailed-routing run is 5.
- STA lists the startpoint of the worst hold path as io_b_sExp[0].
- STA classifies the critical path startpoint as an input port.
- The cell depth of the worst min-delay path reads 4.
- The routed design ends up with an antenna cell count of 0.
- The initial antenna violation count is 0.
- The post-detailed-routing wire length is 60600 um.
- The number of clock buffers in the layout is 0.
- For this run, the number of Yosys warnings is 0.
- The share of the clock period used by the worst path is 68.2%.
- The area of the mapped netlist is 21000 um^2.
- The via density per instance is 5.16.
- The most repeated cell in the gate-level netlist after synthesis is sky130_fd_sc_hd__inv_1.
- RePlAce ended its routability-driven mode at a weighted congestion of 0.936.
- The area share of the leading cell type in the synthesized netlist reads 46.1%.
- The placed wire-length estimate after detailed placement reads 48100 um.
- The largest individual stage delay along the critical path comes from the cell sky130_fd_sc_hd__nand2_1.
- The number of design rule violations left after detail routing is 0.
- The hold-fix buffer count after cts reads 0.
- For the worst setup path, the data required time is 29.60 ns.
- The wire length per cell after detailed routing is 18.9 um.
- Yosys mapped the design onto 83 distinct sky130hd cell types.
- The number of standard cells reported by yosys is 2495.
- The number of sequential storage elements reads 0.
- The number of setup buffers added after CTS is 0.
- The number of global-route vias before repair was 17900.
- The largest net degree at the start of global routing reads 40.
- Summed over all instances, the cell type with the most area after synthesis is sky130_fd_sc_hd__fa_1.
- The class of the most critical setup path is input port to output port.
- The floorplan-stage core utilization reads 40.6%.
- The highest net fanout along the worst path is 24.
- The horizontal extent of the die is 231 um.
- The starting DRC count in detailed routing reads 817.
- Including well taps, the total number of placed cells is 3210.
- The count of standard-cell rows reads 83.
- The type of the worst min-delay path is input port to output port.
- The final hold violation count is 0.
- Setup violations remaining at the end of the flow were counted as 0.
- In this run the full chip footprint comes out at 53400 um^2.
## logic make-up after synthesis
kind of cell | synth area share (%)
AND-OR/OR-AND | 7.37
XOR/XNOR | 2.80
adder cells (fa/ha/maj) | 57.5
buffers and inverters | 12.8
multiplexers | 0.358
AND/OR/NAND/NOR | 19.1
## worst max-delay path by stage
stage / from / endpoint / slack (ns) / cells after the start
6_report: io_b_sig[8] / io_rawOut_sig[20] / 11.76 / 35
5_1_grt: io_b_sig[0] / io_rawOut_sig[20] / 11.02 / 32
4_1_cts: io_b_sig[8] / io_rawOut_sig[20] / 11.91 / 35
## critical path, delay by kind of cell
family,cells,cell delay [ns]
fa+ha+maj,9,4.11
simple gates,7,2.29
compound gates,8,1.91
buf+inv,11,2.09
## through the flow
step	util, %	area, um^2	hold WS [ns]	setup slack, ns
2_1_floorplan	-	21000	14.86	14.15
6_report	44.1	22800	15.79	11.76
3_5_place_dp	44.1	22800	15.81	11.97
4_1_cts	44.1	22800	15.80	11.91
3_3_place_gp	44.1	22800	15.81	12.14
5_1_grt	44.1	22800	15.85	11.02
## layer usage
layer | wire length (um) | vias to the layer above | global-route usage (%)
met2 | 29100 | 700 | 40.3
met4 | 993 | 0 | 3.33
met1 | 24300 | 8218 | 35.0
met3 | 6210 | 62 | 9.74
li1 | - | 7586 | -
met5 | 0 | - | 0.276
## placed cells by master (no fill, tap or decap), types with 19 or more instances in the layout
master,count
sky130_fd_sc_hd__xnor2_1,38
sky130_fd_sc_hd__and2_1,227
sky130_fd_sc_hd__a21o_1,25
sky130_fd_sc_hd__nand3_1,20
sky130_fd_sc_hd__ha_1,192
sky130_fd_sc_hd__a21oi_1,60
sky130_fd_sc_hd__fa_1,483
sky130_fd_sc_hd__buf_4,49
sky130_fd_sc_hd__nand2_1,364
sky130_fd_sc_hd__nand4_1,24
sky130_fd_sc_hd__clkdlybuf4s50_1,109
sky130_fd_sc_hd__inv_1,581
sky130_fd_sc_hd__o21ai_0,41
sky130_fd_sc_hd__nor4_1,19
sky130_fd_sc_hd__xor2_1,29
sky130_fd_sc_hd__nor2_1,87
## cell type report
type                       instances  area, um^2
fill                            4941       28800
timing repair buffer             158        1460
tap                              680         851
inverter                         584        2190
multi-input combinational       1788       18300
